$ cat ./design.v
module core2axi
#(
    parameter AXI4_ADDRESS_WIDTH = 32,
    parameter AXI4_RDATA_WIDTH   = 32,
    parameter AXI4_WDATA_WIDTH   = 32,
    parameter AXI4_ID_WIDTH      = 16,
    parameter AXI4_USER_WIDTH    = 10,
    parameter REGISTERED_GRANT   = "FALSE"            
)
(
    input logic                           clk_i,
    input logic                           rst_ni,
    input  logic                          data_req_i,
    output logic                          data_gnt_o,
    output logic                          data_rvalid_o,
    input  logic [AXI4_ADDRESS_WIDTH-1:0] data_addr_i,
    input  logic                          data_we_i,
    input  logic [3:0]                    data_be_i,
    output logic [31:0]                   data_rdata_o,
    input  logic [31:0]                   data_wdata_i,
    output logic [AXI4_ID_WIDTH-1:0]      aw_id_o,
    output logic [AXI4_ADDRESS_WIDTH-1:0] aw_addr_o,
    output logic [ 7:0]                   aw_len_o,
    output logic [ 2:0]                   aw_size_o,
    output logic [ 1:0]                   aw_burst_o,
    output logic                          aw_lock_o,
    output logic [ 3:0]                   aw_cache_o,
    output logic [ 2:0]                   aw_prot_o,
    output logic [ 3:0]                   aw_region_o,
    output logic [AXI4_USER_WIDTH-1:0]    aw_user_o,
    output logic [ 3:0]                   aw_qos_o,
    output logic                          aw_valid_o,
    input  logic                          aw_ready_i,
    output logic [AXI4_WDATA_WIDTH-1:0]   w_data_o,
    output logic [AXI4_WDATA_WIDTH/8-1:0] w_strb_o,
    output logic                          w_last_o,
    output logic [AXI4_USER_WIDTH-1:0]    w_user_o,
    output logic                          w_valid_o,
    input  logic                          w_ready_i,
    input  logic   [AXI4_ID_WIDTH-1:0]    b_id_i,
    input  logic   [ 1:0]                 b_resp_i,
    input  logic                          b_valid_i,
    input  logic   [AXI4_USER_WIDTH-1:0]  b_user_i,
    output logic                          b_ready_o,
    output logic [AXI4_ID_WIDTH-1:0]      ar_id_o,
    output logic [AXI4_ADDRESS_WIDTH-1:0] ar_addr_o,
    output logic [ 7:0]                   ar_len_o,
    output logic [ 2:0]                   ar_size_o,
    output logic [ 1:0]                   ar_burst_o,
    output logic                          ar_lock_o,
    output logic [ 3:0]                   ar_cache_o,
    output logic [ 2:0]                   ar_prot_o,
    output logic [ 3:0]                   ar_region_o,
    output logic [AXI4_USER_WIDTH-1:0]    ar_user_o,
    output logic [ 3:0]                   ar_qos_o,
    output logic                          ar_valid_o,
    input  logic                          ar_ready_i,
    input  logic [AXI4_ID_WIDTH-1:0]     r_id_i,
    input  logic [AXI4_RDATA_WIDTH-1:0]  r_data_i,
    input  logic [ 1:0]                  r_resp_i,
    input  logic                         r_last_i,
    input  logic [AXI4_USER_WIDTH-1:0]   r_user_i,
    input  logic                         r_valid_i,
    output logic                         r_ready_o
  );
  enum logic [2:0] { IDLE, READ_ADDR, READ_WAIT, WRITE_ADDR_DATA, WRITE_DATA, WRITE_ADDR, WRITE_WAIT } CS, NS;
  logic [31:0]  rdata;
  logic         valid;
  logic         granted;
  logic [AXI4_ADDRESS_WIDTH-1:0] data_addr_q;
  logic [3:0]                    data_be_q;
  logic [3:0]                    data_be_int;
  logic [31:0]                   data_wdata_q;
  logic [31:0]                   data_wdata_int;
  always_comb
  begin
    NS         = CS;
    granted    = 1'b0;
    valid      = 1'b0;
    aw_valid_o = 1'b0;
    ar_valid_o = 1'b0;
    r_ready_o  = 1'b0;
    w_valid_o  = 1'b0;
    b_ready_o  = 1'b0;
    aw_addr_o      = data_addr_i;
    ar_addr_o      = data_addr_i;
    data_wdata_int = data_wdata_i;
    data_be_int    = data_be_i;
    case (CS)
      IDLE: begin
        if (data_req_i)
        begin
          granted = 1'b1;
          if (data_we_i)
          begin
            aw_valid_o = 1'b1;
            w_valid_o  = 1'b1;
            if (aw_ready_i) begin
              if (w_ready_i) begin
                NS = WRITE_WAIT;
              end else begin
                NS = WRITE_DATA;
              end
            end else begin
              if (w_ready_i) begin
                NS = WRITE_ADDR;
              end else begin
                NS = WRITE_ADDR_DATA;
              end
            end
          end else begin
            ar_valid_o = 1'b1;
            if (ar_ready_i) begin
              NS = READ_WAIT;
            end else begin
              NS = READ_ADDR;
            end
          end
        end else begin
          NS = IDLE;
        end
      end
      WRITE_ADDR_DATA: begin
        w_valid_o  = 1'b1;
        aw_valid_o = 1'b1;
        aw_addr_o      = data_addr_q;
        data_wdata_int = data_wdata_q;
        data_be_int    = data_be_q;
        if (aw_ready_i) begin
          if (w_ready_i) begin
            NS = WRITE_WAIT;
          end else begin
            NS = WRITE_DATA;
          end
        end else begin
          if (w_ready_i) begin
            NS = WRITE_ADDR;
          end
        end
      end
      WRITE_DATA: begin
        w_valid_o = 1'b1;
        data_wdata_int = data_wdata_q;
        data_be_int    = data_be_q;
        if (w_ready_i) begin
          NS = WRITE_WAIT;
        end
      end
      WRITE_ADDR: begin
        aw_valid_o = 1'b1;
        aw_addr_o = data_addr_q;
        if (aw_ready_i) begin
          NS = WRITE_WAIT;
        end
      end
      WRITE_WAIT:
      begin
        b_ready_o = 1'b1;
        if (b_valid_i)
        begin
          valid = 1'b1;
          NS = IDLE;
        end
      end
      READ_ADDR:
      begin
        ar_valid_o = 1'b1;
        ar_addr_o = data_addr_q;
        if (ar_ready_i)
          NS = READ_WAIT;
      end
      READ_WAIT:
      begin
        if (r_valid_i)
        begin
          valid     = 1'b1;
          r_ready_o = 1'b1;
          NS = IDLE;
        end
      end
      default:
      begin
        NS = IDLE;
      end
    endcase
  end
  always_ff @(posedge clk_i, negedge rst_ni)
  begin
    if (~rst_ni)
    begin
      CS     <= IDLE;
      data_addr_q  = ~0;
      data_wdata_q = ~0;
      data_be_q    = ~0;
    end
    else
    begin
      CS     <= NS;
      case (CS)
          WRITE_WAIT, READ_WAIT, IDLE: begin
              data_addr_q  <= data_addr_i;
              data_wdata_q <= data_wdata_i;
              data_be_q    <= data_be_i;
          end
      endcase;
    end
  end
  generate if (AXI4_RDATA_WIDTH == 32) begin
      assign rdata = r_data_i[31:0];
    end else if (AXI4_RDATA_WIDTH == 64) begin
      logic [0:0] addr_q;
      always_ff @(posedge clk_i, negedge rst_ni)
      begin
        if (~rst_ni)
          addr_q <= '0;
        else
          if (data_gnt_o)  
            addr_q <= data_addr_i[2:2];
      end
      assign rdata = addr_q[0] ? r_data_i[63:32] : r_data_i[31:0];
    end else begin
    end
  endgenerate;
  generate
    genvar w;
    for(w = 0; w < AXI4_WDATA_WIDTH/32; w++) begin
      assign w_data_o[w*32 + 31:w*32 + 0] = data_wdata_int;  
    end
  endgenerate
  generate if (AXI4_WDATA_WIDTH == 32) begin
      assign w_strb_o = data_be_int;
    end else if (AXI4_WDATA_WIDTH == 64) begin
      assign w_strb_o = data_addr_i[2] ? {data_be_int, 4'b0000} : {4'b0000, data_be_int};
    end else begin
    end
  endgenerate
  assign aw_id_o     = '0;
  assign aw_size_o   = 3'b010;
  assign aw_len_o    = '0;
  assign aw_burst_o  = '0;
  assign aw_lock_o   = '0;
  assign aw_cache_o  = '0;
  assign aw_prot_o   = '0;
  assign aw_region_o = '0;
  assign aw_user_o   = '0;
  assign aw_qos_o    = '0;
  assign ar_id_o     = '0;
  assign ar_size_o   = 3'b010;
  assign ar_len_o    = '0;
  assign ar_burst_o  = '0;
  assign ar_prot_o   = '0;
  assign ar_region_o = '0;
  assign ar_lock_o   = '0;
  assign ar_cache_o  = '0;
  assign ar_qos_o    = '0;
  assign ar_user_o   = '0;
  assign w_last_o    = 1'b1;
  assign w_user_o    = '0;
  generate if (REGISTERED_GRANT == "TRUE")
    begin
      logic        valid_q;
      logic [31:0] rdata_q;
      always_ff @(posedge clk_i, negedge rst_ni)
      begin
        if (~rst_ni) begin
          valid_q <= 1'b0;
          rdata_q <= '0;
        end
        else
        begin
          valid_q <= valid;
          if (valid)
            rdata_q <= rdata;
        end
      end
      assign data_rdata_o  = rdata_q;
      assign data_rvalid_o = valid_q;
      assign data_gnt_o    = valid;
    end
    else
    begin
      assign data_rdata_o  = rdata;
      assign data_rvalid_o = valid;
      assign data_gnt_o    = granted;
    end
  endgenerate
endmodule
$ cat ./run.sh
#!/bin/bash
# OpenROAD 26Q1-2900-gdf79404cd8, Yosys 0.63+post, stock flow scripts
make -C /OpenROAD-flow-scripts/flow DESIGN_CONFIG=/design/flow/config.mk WORK_HOME=/design/flow/orfs finish
$ cat ./config.mk
export PLATFORM = sky130hd
export DESIGN_NAME = core2axi
export DESIGN_NICKNAME = core2axi
export VERILOG_FILES = /design/flow/design.v
export SDC_FILE = /design/flow/constraint.sdc
export NUM_CORES = 4
export LEC_CHECK = 1
export CORE_AREA = 10 10 211 211
export DIE_AREA = 0 0 221 221
$ cat ./constraint.sdc
current_design core2axi

set clk_period 8.8
set clk_io_pct 0.2

create_clock -name clk0 -period $clk_period [get_ports {clk_i}]

set non_clock_inputs [all_inputs -no_clocks]
set_input_delay [expr $clk_period * $clk_io_pct] -clock clk0 $non_clock_inputs
set_output_delay [expr $clk_period * $clk_io_pct] -clock clk0 [all_outputs]
==> results.json <==
{
  "warnings": 82,
  "grt_pass1_vias": 3728,
  "cts_buffers": 9,
  "ys_async_sr_fraction_pct": 100.0,
  "hold_viol": 0,
  "start_kind": "input pin",
  "antennaDiodeCount": 0,
  "fin_setup_tns_ps": 0,
  "grt_max_degree": 42,
  "track_usage_pct": 6.064,
  "topCellsByArea": "dfstp_2, mux2_2, buf_4",
  "hold_path_class": "reg2reg",
  "drtPass1Iterations": 4,
  "logic_area_um2": 2496,
  "drv_cap": 0,
  "dieWidth_um": 221,
  "clkPwrFrac_pct": 44.9,
  "critPathKind": "in2out",
  "yosys_warnings": 1,
  "ys_cells": 441,
  "path_clk_slew_ps": 60,
  "p_leak_nw": 2.901,
  "io_buffer_count": 183,
  "edf_count": 0,
  "clock_skew_ps": 6.092,
  "ff_latch_area_um2": 1963,
  "ant_nets": 0,
  "p_sw_mw": 0.2136,
  "ys_area_um2": 5278,
  "power_density_nw_per_um2": 127.1,
  "root_buffer": "clkbuf_16",
  "cts_tree": "built",
  "grt_pass1_wl_mm": 23.30,
  "drc": 0,
  "post_cts_buffers": 0,
  "switching_share_pct": 22.93,
  "fp_util_pct": 13.25,
  "routed_wl_mm": 15.46,
  "rsz0062_at_grt": "false",
  "crit_fanout": 3,
  "boundaryPins": 426,
  "viasPerCell": 2.950,
  "post_drt_wl_per_cell_um": 13.80,
  "utilization_pct": 18.39,
  "holdBufCountCts": 0,
  "htreeDepth": 3,
  "setup_violations": 0,
  "yosysMostFrequentCell": "buf_4",
  "die_height_um": 221,
  "chipArea_um2": 48840,
  "fmax_ghz": 0.2023,
  "stdcell_area_um2": 7325,
  "yosysTopAreaCell": "dfstp_2",
  "synth_seq_share_pct": 37.20,
  "syn_to_final_growth_pct": 38.79,
  "place_congestion": 0.7283,
  "arrival_ps": 3180,
  "intPower_mw": 0.7178,
  "ys_types": 22,
  "seqPwrFrac_pct": 41.0,
  "synthCells": 441,
  "status": "completed",
  "period_used_pct": 56.17,
  "stdcell_count": 1120,
  "netlist_area_um2": 5278,
  "total_power_mw": 0.9313,
  "vias": 3304,
  "place_area_um2": 7005,
  "drive_gt1_share_pct": 40.84,
  "avgSynthCellArea_um2": 11.97,
  "antenna_found_initial": 2,
  "place_hpwl_mm": 11.76,
  "irDropWorstVdd_mv": 0.08540,
  "first_iter_violations": 76,
  "dp.cells": 1104,
  "place_ws_ps": 3789,
  "finalCriticalPeriod_ps": 4943,
  "fillers": 4384,
  "ys_ff": 75,
  "gr-total-overflow": 0,
  "worst_slack_ps": 3857,
  "fp.coreArea_um2": 39820,
  "tightest_slew_ps": 617.5,
  "relSlewSlack_pct": 58.83,
  "clockBufferDepth": 2,
  "rows": 73,
  "flop_cell": "dfstp_2",
  "cp.required_ps": 7040,
  "top_cell_area_share_pct": 34.35,
  "fin_hold_ws_ps": 566.0,
  "clock_sinks": 75,
  "ctsResizeCount": 0,
  "drv_slew": 0,
  "end_kind": "output pin",
  "common_cells": "buf_4, mux2_2, dfstp_2, mux2_1, buf_2",
  "clkLatencyLatePin_ps": 360,
  "pwr-share-comb_pct": 14.1
}
[critical path: stages]
cell,delay [ps]
clkdlybuf4s50_1,500
and2_1,190
nand2_1,100
nand2_1,100
clkdlybuf4s50_1,530
[path summary, 6_finish.rpt]
kind / from / end / slack, ps / cells after the start
setup / recovery: data_req_i / aw_valid_o / 3860 / 5
hold / removal: CS[0]$_DFF_PN1_ / CS[0]$_DFF_PN1_ / 570 / 1
setup reg to reg: CS[2]$_DFF_PN0_ / data_addr_q[13]$_DFFE_PN1P_ / 6700 / 4
hold reg to reg: CS[0]$_DFF_PN1_ / CS[0]$_DFF_PN1_ / 570 / 1
max in group asynchronous: rst_ni / data_addr_q[26]$_DFFE_PN1P_ / 6450 / 2
min in group asynchronous: rst_ni / CS[4]$_DFF_PN0_ / 1370 / 1
[power groups by stage]
stage                 Combinational (mW)  Sequential [mW]  Clock, mW
after global routing               0.147            0.384      0.461
final                              0.131            0.382      0.418
after CTS                          0.137            0.382      0.450
[cell families after synthesis]
logic type,Yosys count,synth area share [%]
other,2,0.1423
DFF,75,37.20
AOI/OAI and AO/OA,9,1.138
and+or+nand+nor,13,1.399
buffers and inverters,174,24.28
muxes,168,35.85
[per-layer routing]
| metal | up-vias | share of wire, % | GRT usage [%] |
|---|---|---|---|
| met5 | - | 0.084 | 0 |
| met4 | 2 | 2.2 | 1.123 |
| met3 | 23 | 10 | 3.019 |
| met2 | 195 | 44 | 9.358 |
| met1 | 1554 | 43 | 7.545 |
| li1 | 1530 | - | - |
[cell usage in the layout (no fill, tap or decap)]
| cell type | instances |
|---|---|
| dfstp_2 | 69 |
| bufinv_16 | 2 |
| nor3b_1 | 1 |
| mux2_2 | 148 |
| dfrtp_1 | 6 |
| nor2_4 | 2 |
| and2_1 | 2 |
| clkbuf_16 | 9 |
| clkdlybuf4s50_1 | 182 |
| buf_4 | 7 |
| conb_1 | 121 |
| a21oi_1 | 3 |
| inv_6 | 1 |
| a31o_2 | 1 |
| o21ai_0 | 1 |
| nor2b_1 | 2 |
| clkinvlp_4 | 1 |
| a21o_1 | 3 |
| a22o_1 | 1 |
| nand2_1 | 3 |
| mux2_1 | 20 |
| clkbuf_1 | 1 |
| nor2_1 | 2 |
| clkinv_4 | 1 |
| nor3_4 | 1 |
| clkinv_2 | 1 |
| inv_1 | 4 |
[state kept, by name, indices dropped and copies added, names as in the netlist]
register	count
data_addr_q	32
CS	7
data_be_q	4
data_wdata_q	32
[area by class of cell]
| cell class | instances | area share (%) |
|---|---|---|
| repair buffers | 189 | 25.59 |
| well taps | 525 | 8.968 |
| multi-input cells | 311 | 34.08 |
| clock buffers | 10 | 3.126 |
| inverters | 4 | 0.2050 |
| flip-flops and latches | 75 | 26.80 |
| clock inverters | 6 | 1.230 |
Power figures rest on the tool's default switching activity, not on a simulated workload.
